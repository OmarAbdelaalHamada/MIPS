`flow/run.sh`:
```
#!/bin/bash
# OpenROAD 26Q1-2900-gdf79404cd8, Yosys 0.63+post, stock flow scripts
make -C /OpenROAD-flow-scripts/flow DESIGN_CONFIG=/design/flow/config.mk WORK_HOME=/design/flow/orfs finish
```
`flow/config.mk`:
```
export PLATFORM = sky130hd
export DESIGN_NAME = Data_Memory
export DESIGN_NICKNAME = Data_Memory
export VERILOG_FILES = /design/flow/design.v
export SDC_FILE = /design/flow/constraint.sdc
export NUM_CORES = 4
export LEC_CHECK = 1
export CORE_UTILIZATION = 50
export SYNTH_MEMORY_MAX_BITS = 65536
```
`flow/constraint.sdc`:
```
current_design Data_Memory

set clk_period 147.0
set clk_io_pct 0.2

create_clock -name clk0 -period $clk_period [get_ports {clk}]

set non_clock_inputs [all_inputs -no_clocks]
set_input_delay [expr $clk_period * $clk_io_pct] -clock clk0 $non_clock_inputs
set_output_delay [expr $clk_period * $clk_io_pct] -clock clk0 [all_outputs]
```
`flow/design.v`:
```
module Data_Memory(clk,WE,A,WD,RD);
parameter DATA_WIDTH = 32;
input clk,WE;
input [DATA_WIDTH -1:0]A,WD;
output reg [DATA_WIDTH -1:0]RD;
reg [DATA_WIDTH -1:0] Data_Mem [511:0];
always @(posedge clk) begin
    if(WE) begin 
        Data_Mem[A[31:0]] <= WD;
    end
end
always @(*) begin
    RD = Data_Mem[A[31:0]];
end
endmodule
```
==> notes.md <==
From the run reports.

- The run finished, with violations left.
- The final reports fail on max-capacitance violations, max-slew violations.
- The global route stage reports its total congestion overflow as 0.
- Per the timing report, the achievable frequency comes out to 0.0146 GHz.
- The total clock buffers created by CTS reads roughly 1700.
- The synthesized cell area reads between 600000 and 700000 sq um.
- The number of core rows is 410.
- For reference, the most critical setup path is categorized as in -> out.
- The clock tree buffer depth is 6.
- The first-iteration detailed-routing DRC count is 23097.
- The first-pass GRT wire length is ~2700 mm.
- The number of synthesized register bits reads 16384.
- In the Yosys report, the sequential cells make up 78.5% of the chip area.
- The critical path startpoint category is a primary input.
- The finished layout holds approximately 49000 standard cells, fillers aside.
- The script logs the ratio of routed vias to standard cells as 6.37.
- The flip-flop count of the largest register, all copies and words added is 16384.
- For this run, the total global-route usage over all layers was measured as 36.6%.
- The startpoint of the most critical setup path is A[1].
- Setup repair after global routing left no endpoint under its margin.
- The wire length on met1 is 523 mm.
- The core outline area is 1250000 sq um.
- The clock period minus worst slack is 68.33 ns.
- The number of antenna violations at the first check in global routing reads 211.
- The sequential standard cell area is 492000 sq um.
- The post-synthesis cell count from yosys reads approximately 29000.
- The starting density of the core is 50.2%.
- The y dimension of the die reads 1.12 mm.
- On the reported timing paths, the clock transition at the registers reads 0.06 ns.
- The wire length on met3 reads 464 mm.
- The die outline area reads 1260000 sq um.
- The multi-input logic area is 131000 sq um.
- The layout cell share with drive strength beyond 1 is a little over a quarter.
- The most used flip-flop cell after synthesis is edfxtp_1.
- The number of setup buffers added after CTS reads 0.
- The layout filler cell count is about 90000.
- The number of stages on the worst setup path is 19.
- VDD sags by at most about 0.015 mV.
- In the placement report, post-DP HPWL is listed as 1250 mm.
- The tally of nets with antenna violations remaining after routing is 0.
- The synthesized area per cell reads 22.0 sq um.
- In the final report, the number of endpoints failing setup comes to 0.
- The unique cell type count in the Yosys netlist is approximately 80.
- The max-slew violation count is 3.
- The count of input and output buffers is 74.
- The number of sinks on the clock net is between 15000 and 20000.
- The total cell area reported by yosys after synthesis reads 626000 sq um.
- Dividing the detail-routed wire length by the instance count gives about 40 um.
- For the worst setup path, the data arrival time is 38.93 ns.
- The critical-path cell with the highest stage delay is a211oi_1.
- The critical path's top delay family reads buffers and inverters.
- After detailed routing, the met2 layer carries 874 mm of wire.
- The destination of the critical timing path reads RD[25].
- The cell accounting for the most synthesized area is edfxtp_1.
- For the worst setup path, the data required time is 117.60 ns.
- Gates resized during post-CTS repair numbered 0.
- The routed via count is between 300k and 400k.
- The setup TNS after final layout is 0 ns.
- The script reports the combined buffer and inverter count of the critical path as 12.
- Entering global routing, the biggest net connects 136 pins.
- The DRC violation count after routing reads 0.
- Listed in order, past its start point the critical path passes buf_16 -> buf_4 -> buf_4 -> buf_4 -> buf_4 -> buf_4 -> buf_4 -> buf_4 -> mux4_2 -> mux2i_1 -> buf_4 -> o22ai_1 -> buf_4 -> a211oi_1 -> o2111ai_1 -> nor4_4 -> buf_4 -> nand3_1 -> clkdlybuf4s50_1.
- By instance count, the leading cell after synthesis is edfxtp_1.
- Endpoints failing hold in the final report were tallied at 0.
- The growth of design area from synthesis to finish reads 14.2%.
- TritonCTS built the clock tree.
- The number of enable-type register cells in the synthesized netlist is 16384.
- The count of hold-fix buffers inserted at cts reads 0.
- The top-level I/O count is about 98.
- The routed design has 2020 mm of wire.
- In this run the cell area measured after placement is 661000 sq um.
- The tightest slew margin relative to the limit reads -2.17%.
- The gate count of the mapped netlist reads 28540.
- The buffer type at the clock tree root reads clkbuf_16.
- The global placer's final weighted congestion is 0.962.
- The number of detailed-route iterations in the first pass reads 5.
- The transition time recorded at the tightest slew-check pin is 1.52 ns.
- Dividing total power by cell area gives a power density of around 14 nW/um^2.
- The number of maximum-capacitance constraint violations is 1.
- Across all stage logs, warnings added up to approximately 70.
- The top routing layer in use reads met5.
- The fraction of registers with async set/reset reads 0%.
- STA classifies the critical path endpoint as a primary output.
- The via count of the first global-routing pass reads 337393.
- The die boundary width is 1.12 mm.
- The largest stage delay on the critical path is 0.85 ns.
- In this run the static leakage power is between 0.2 and 0.25 uW.
- The H-tree level count is 7.
- The warning count from the yosys run reads 1.
- The share of Yosys cell area claimed by the top area cell type reads 78.5%.
- The period utilization reads 46.5%.
- The area of all placed cells without fillers is 715000 sq um.
- The cell total after placement is between 40000 and 50000.
- By count the netlist is led by 16384 x edfxtp_1, 3354 x mux4_2, 1597 x mux2i_1.
- The most numerous cell type found on the critical path is buf_4.
- For reference, the top cells by area after synthesis are edfxtp_1 79%, mux4_2 12%, mux2i_1 2.6%.
- The path class of the lowest-slack min-delay path reads in -> reg.
- The maximum fanout count along the critical path is approximately 81.
- The startpoint of the most critical hold path is WD[19].
worst min path at each step:
stage     slack, ns  cells after the start                           to
4_1_cts       28.36                      1  Data_Mem[499][19]$_DFFE_PP_
6_report      28.40                      1  Data_Mem[499][19]$_DFFE_PP_
5_1_grt       28.37                      1  Data_Mem[499][19]$_DFFE_PP_
through the flow:
step	worst slack [ns]	hold WS (ns)	utilization, %	total power, uW
CTS	78.95	28.36	57.2	9840
global route	78.42	28.37	57.3	10000
global placement	78.94	29.79	52.9	5720
floorplan	85.74	29.50	-	5460
finish	78.67	28.40	57.3	9810
detailed placement	78.94	29.79	52.9	5720
metal layers:
metal | vias to the layer above | track usage [%]
met4 | 335 | 18.2
met5 | - | 13.4
met3 | 4341 | 35.7
li1 | 126461 | -
met2 | 24977 | 46.8
met1 | 157539 | 38.7
where the power goes:
part / switching, uW / internal, uW / leakage (uW)
clock: 1750 / 2420 / 0.0261
combinational: 343 / 147 / 0.0514
sequential: 1.12 / 5140 / 0.147
total: 2100 / 7710 / 0.225
cell type report:
class,count,area share [%]
well taps,16686,2.92
repair buffers,2077,2.30
inverters,33,0.0201
clock inverters,931,1.20
multi-input cells,10393,18.3
flip-flops and latches,16384,68.8
clock buffers,2086,6.24
diodes,624,0.218
layout by cell type, fill, tap and decap left out, types with 157 or more instances in the layout:
| cell type | count |
|---|---|
| edfxtp_1 | 16384 |
| mux4_2 | 3354 |
| buf_4 | 1962 |
| clkbuf_16 | 1731 |
| mux2i_1 | 1592 |
| diode_2 | 624 |
| a22oi_1 | 616 |
| nand2_1 | 532 |
| nor2_4 | 520 |
| nand4_1 | 452 |
| a21oi_1 | 428 |
| o22ai_1 | 425 |
| clkinv_1 | 381 |
| o21ai_0 | 356 |
| clkbuf_1 | 355 |
| clkinv_2 | 306 |
| mux2_2 | 284 |
| a22o_1 | 243 |
| nand3_1 | 209 |
| bufinv_16 | 157 |
cells by family (layout without fill, tap and decap cells):
kind of cell / Yosys count / in the layout / synth area share, %
mux: 5235 / 5235 / 15.1
flops: 16384 / 16384 / 78.5
compound gates: 2880 / 2880 / 3.18
other cells: 0 / 624 / 0
simple gates: 2278 / 2278 / 1.78
buf+inv: 1763 / 5127 / 1.39
No activity file was given, so power comes from the tool's default toggle rates.
