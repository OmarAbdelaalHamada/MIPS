File: design/flow/run.sh
#!/bin/bash
# OpenROAD 26Q1-2900-gdf79404cd8, Yosys 0.63+post, stock flow scripts
make -C /OpenROAD-flow-scripts/flow DESIGN_CONFIG=/design/flow/config.mk WORK_HOME=/design/flow/orfs finish
File: design/flow/config.mk
export PLATFORM = sky130hd
export DESIGN_NAME = ALU
export DESIGN_NICKNAME = ALU
export VERILOG_FILES = /design/flow/design.v
export SDC_FILE = /design/flow/constraint.sdc
export NUM_CORES = 4
export LEC_CHECK = 1
export CORE_UTILIZATION = 50
File: design/flow/constraint.sdc
current_design ALU

set clk_period 15.2
set clk_io_pct 0.2

create_clock -name clk0 -period $clk_period

set non_clock_inputs [all_inputs -no_clocks]
set_input_delay [expr $clk_period * $clk_io_pct] -clock clk0 $non_clock_inputs
set_output_delay [expr $clk_period * $clk_io_pct] -clock clk0 [all_outputs]
File: design/flow/design.v
module ALU(SrcA,SrcB,ALUControl,ALUResult,Zero);
input [31:0]SrcA,SrcB;
input [2:0]ALUControl;
output reg Zero;
output reg [31:0]ALUResult;
always @(*) begin
    case (ALUControl)
        3'b000 : begin
            ALUResult = SrcA & SrcB;
        end
        3'b001 : begin
            ALUResult = SrcA | SrcB;
        end
        3'b010 : begin
            ALUResult = SrcA + SrcB;
        end
        3'b110 : begin
            ALUResult = SrcA - SrcB;
        end
        3'b111 : begin
            if (SrcA < SrcB) begin
                ALUResult  = 32'b1;
            end 
            else begin 
                ALUResult  = 32'b0;
            end
        end  
        default: begin
            ALUResult = 32'b0;
        end
    endcase
end
always @(*) begin
        Zero = (ALUResult == 32'b0);
end
endmodule
==> flow_summary.toml <==
# implementation run metrics
[timing]
worst_slew_pin_slew_ns = 0.752
post-route-min-period_ns = 10.65
fmax_mhz = 93.9
maxSlewHeadroom = 0.494
setup_viol = 0
hold_viol = 0
timing.setup.tns_ns = 0
rsz0062_at_grt = "false"
finalClockPeriodUsage = 0.701
drv_slew = 0

[synth]
yosysMostFrequentCell = "inv_1"
yosysUniqueCellTypes = 80
yosys_area_um2 = 5390
area_leaders = "ha_1 (24%), inv_1 (7.3%), a21oi_1 (6.6%), nand2_1 (4.5%), nor2_1 (4.4%)"
common_cells = "inv_1 (105), ha_1 (102), a21oi_1 (71)"
yosysCellCount = 811
synth_seq_share = 0
top_area_cell = "ha_1"
netlist_area_um2 = 5390
syn_inst = 811
yosysWarnings = 1
yosysTopAreaCellShare = 0.237
syn-mean-instance-area_um2 = 6.65

[floorplanning]
coreArea_um2 = 10400
fp_util = 0.520
chipWidth_um = 106
die_h_um = 106
pin_count = 100
core.rowCount = 37
die_area_um2 = 11200

[drt]
first_pass_iters = 5
drcViolationCount = 0
wl_per_cell_um = 18.8
diodes = 0
vias = 6339
drtIter0Drc = 541
drtAntennaViolNets = 0
vias_per_cell = 6.28
wl_um = 19000

[flow_run]
drv_cap = 0
warnings = 103

[critical_path]
critical_path_required_ns = 12.16
crit_type = "in -> out"
path_cells = "clkdlybuf4s50_1 -> inv_1 -> ha_1 -> fa_1 -> nor2_2 -> o311ai_4 -> a211oi_2 -> o31ai_1 -> a211oi_1 -> o22ai_1 -> a21oi_1 -> o22ai_1 -> nand3b_1 -> a2111o_1 -> nor2_1 -> clkdlybuf4s50_1"
cp_slowest_cell = "a211oi_1"
slowest_delay_ns = 0.69
crit_path_end_kind = "primary output"
worstPathArrival_ns = 7.61
cp_max_fo = 5
crit_path_start_kind = "input port"

[grt]
grt_pass1_wl_um = 30400
grt_pass1_vias = 5857
antenna_found_initial = 0
grt_overflow = 0
globalRouteTotalUtil = 0.346
grt_max_degree = 53

[final_layout]
final-comb-area_um2 = 4790
fin_area_um2 = 6420
final_layout_size_suffix_gt1_frac = 0.0435
clockBufferCount = 0
area_growth_pct = 19.1
fillers = 902
seq_cells = 0
seq_area_um2 = 0

[power]
vdd_drop_max_mv = 0.0231
p_per_area_nw_per_um2 = 38.3
p_leak_nw = 2.92

[place]
dp.final_hpwl_um = 15300
postPlaceCellArea_um2 = 6420
port_buffers = 100
gp_congestion = 1.07

[min_path]
hold_path.class = "in -> out"

[cts]
ctsHoldBuffers = 0
postCtsResizedCells = 0
cts_setup_buffers = 0

[outcome]
outcome = "finished, final reports clean"
[cell families after synthesis]
kind of cell | share of synthesized area
compound gates | 0.366
simple gates | 0.211
buf+inv | 0.111
fa+ha+maj | 0.244
mux | 0.0427
xor+xnor | 0.0244
[routing by layer]
metal	share of wire	global-route usage	vias up
li1	-	-	3077
met1	0.45	0.506	2901
met2	0.44	0.546	335
met3	0.091	0.0479	26
met4	0.016	0.0605	0
met5	0	0	-
[placed cells by master, fill, tap and decap left out, types with 17 or more instances in the layout]
cell	netlist	routed
clkdlybuf4s50_1	0	99
inv_1	105	105
nor2_1	63	63
a21oi_1	71	71
o21ai_0	37	37
mux2i_1	23	23
o31ai_1	17	17
ha_1	102	102
a211oi_1	17	17
nor3_1	21	21
nand2_1	64	64
[report_power, final]
| group | internal, mW | leakage, nW | switching [mW] |
|---|---|---|---|
| logic | 0.105 | 2.92 | 0.141 |
| clock network | 0 | 0 | 0 |
| registers | 0 | 0 | 0 |
[stage by stage]
| step | worst slack [ns] | power [mW] | util | hold slack [ns] | cells |
|---|---|---|---|---|---|
| finish | 4.55 | 0.246 | 0.619 | 7.17 | 1010 |
| global route | 4.31 | 0.269 | 0.619 | 7.23 | 1010 |
| CTS | 4.72 | 0.242 | 0.619 | 7.18 | 1010 |
| detailed placement | 4.75 | 0.240 | 0.619 | 7.18 | 1010 |
| global placement | 4.73 | 0.239 | 0.619 | 7.16 | 1010 |
| floorplan | 6.44 | 0.150 | - | 6.30 | 811 |
[final timing paths]
check | start | cells past startpoint | to
worst max-delay path | SrcA[0] | 16 | Zero
worst min-delay path | ALUControl[0] | 4 | ALUResult[1]
[final cells by class]
cell class | count | share of cell area
inverters | 109 | 0.0638
multi-input cells | 658 | 0.746
well taps | 136 | 0.0265
repair buffers | 107 | 0.163
[critical path, delay by kind of cell]
family / cells / cell delay [ns]
adders and majority gates: 2 / 0.63
AOI/OAI and AO/OA: 8 / 2.38
buffers and inverters: 3 / 1.02
and+or+nand+nor: 3 / 0.51
No activity file was given, so power comes from the tool's default toggle rates.
