`/design/flow/config.mk`:
```
export PLATFORM = sky130hd
export DESIGN_NAME = Register_File
export DESIGN_NICKNAME = Register_File
export VERILOG_FILES = /design/flow/design.v
export SDC_FILE = /design/flow/constraint.sdc
export NUM_CORES = 4
export LEC_CHECK = 1
export CORE_UTILIZATION = 50
```
`/design/flow/run.sh`:
```
#!/bin/bash
# OpenROAD 26Q1-2900-gdf79404cd8, Yosys 0.63+post, stock flow scripts
make -C /OpenROAD-flow-scripts/flow DESIGN_CONFIG=/design/flow/config.mk WORK_HOME=/design/flow/orfs finish
```
`/design/flow/design.v`:
```
module Register_File(clk,rst,A1,A2,A3,WD3,WE3,RD1,RD2);
input clk,rst,WE3;
input [4:0]A1,A2,A3;
input [31:0]WD3;
output reg [31:0]RD1,RD2;
reg [31:0] registers [31:0];
integer  i = 0;
always @(*) begin
        RD1 = registers[A1];
        RD2 = registers[A2];
end
always @(posedge clk or posedge rst) begin
    if(rst) begin
        for(i = 0 ; i < 32 ; i = i + 1) begin
            registers[i] <= 0;
        end
    end 
    else if (WE3) begin
            registers[A3] <= WD3;
    end 
end
endmodule
```
`/design/flow/constraint.sdc`:
```
current_design Register_File

set clk_period 12.8
set clk_io_pct 0.2

create_clock -name clk0 -period $clk_period [get_ports {clk}]

set non_clock_inputs [all_inputs -no_clocks]
set_input_delay [expr $clk_period * $clk_io_pct] -clock clk0 $non_clock_inputs
set_output_delay [expr $clk_period * $clk_io_pct] -clock clk0 [all_outputs]
```
==> out/qor.csv <==
stage;metric;value;unit
die;io_pins;114;
logic_synthesis;synth_area;0.0513;mm^2
cells_and_area;fillCellCount;8377;
power_and_ir_drop;power.density;157;mW/mm^2
clock_tree;clk_pin_slew;0.06;ns
cells_and_area;top_regs;registers: 1024 flops;
timing;fin_tns_setup;0;ns
logic_synthesis;syn_inst;4395;
grt;grt_pass1_vias;43900;
logic_synthesis;yosys_area;0.0513;mm^2
drt;detail_route.first_pass.iterations;9;
worst_setup_path;critPathKind;input port to output port;
logic_synthesis;yosys-top-cells-count;mux2_2, dfrtp_1, a22oi_1;
die;dieArea;0.104;mm^2
drt;finalWirelength;269000;um
logic_synthesis;synth_stat.cells;4395;
die;initial_utilization;50.5;%
timing;relSlewSlack;21.9;%
logic_synthesis;synth_flop_count;1024;
clock_tree;postCtsResizedCells;0;
clock_tree;hold_buffers;0;
timing;grt_setup_unrepaired;false;
logic_synthesis;edf_count;0;
grt;grt_overflow_total;0;
cells_and_area;top_register;registers;
worst_setup_path;cp.arrival;7.63;ns
timing;hold_viol;0;
drt;drcViolationCount;0;
timing;setup_violations;0;
die;fp.coreArea;0.102;mm^2
logic_synthesis;area_leaders;dfrtp_1, mux2_2, a22oi_1;
clock_tree;post_cts_buffers;0;
die;placementRows;117;
power_and_ir_drop;vdd_ir_drop_max;0.139;mV
timing;post-route-period-util;79.6;%
cells_and_area;flop_area;0.0256;mm^2
die;dieWidth;322;um
timing;final_max_slew_viol_count;0;
placed_design;dp_slack;3.02;ns
drt;drt_iter0_markers;5995;
power_and_ir_drop;report.power.total;9.23;mW
cells_and_area;logic_area;0.0246;mm^2
timing;worstMarginPinSlew;1.17;ns
timing;fin_ws;2.61;ns
worst_setup_path;critPathMaxFanout;38;
run_status;status;finished, final reports clean;
clock_tree;clock_sinks;1024;
timing;fin_crit;10.19;ns
logic_synthesis;ys_async_sr_fraction;100;%
cells_and_area;largest_reg_flops;1024;
cells_and_area;drive_above_1_share;34.5;%
logic_synthesis;postSynthSeqShare;49.9;%
logic_synthesis;top_area_share;49.9;%
job;warning_count;47;
drt;route.vias.total;46000;
placed_design;place_congestion;1.10;
grt;grt_first_pass_wirelength;366000;um
cells_and_area;area_growth;14.3;%
placed_design;dpl.cell_count;5677;
logic_synthesis;syn_area_per_cell;11.7;um^2
clock_tree;cts_tree;yes;
clock_tree;htreeDepth;3;
drt;post_drt_wl_per_cell;45.6;um
timing;fmax;98.1;MHz
logic_synthesis;synth_top_cell_by_area;dfrtp_1;
clock_tree;root_buffer;clkbuf_16;
worst_setup_path;critPathLaunchType;input port;
worst_setup_path;crit_required;10.24;ns
grt;grtUsageTotal;54.7;%
timing;whs;0.534;ns
cells_and_area;fin_cells;5913;
logic_synthesis;ys.flop_type;dfrtp_1;
worst_setup_path;crit_path_end_kind;output port;
power_and_ir_drop;p_leak;25.5;nW
placed_design;io_buffers;113;
timing;fin_worst_skew;0;ns
drt;avgViaCountPerCell;7.78;
clock_tree;cts-buffers-inserted;110;
clock_tree;clock_latency;0.73;ns
drt;antenna_left;0;
job;drv_cap;0;
logic_synthesis;synth_warnings;2;
worst_hold_path;hold_class;flop to flop;
die;die_h;322;um
placed_design;dpl.hpwl;162000;um
logic_synthesis;synth_top_cell_by_count;mux2_2;
logic_synthesis;synth.distinct_cells;63;
clock_tree;clockBufferDepth;3;
grt;grt_max_degree;127;
grt;antenna_found_initial;16;
[stage by stage]
step	utilization, %	area (um^2)
global route	57.6	58600
finish	57.7	58700
floorplan	-	51300
detailed placement	53.9	54800
global placement	53.9	54800
CTS	57.6	58600
[worst max-delay path, cell delays in order]
cell,delay (ns)
buf_4,0.57
buf_4,0.59
nand3b_1,0.86
nor2_4,0.91
buf_4,0.60
a22oi_1,0.18
nand4_1,0.19
nor4_1,0.10
a21oi_1,0.43
clkdlybuf4s50_1,0.55
[cells in the final DEF, fill, tap and decap left out, drive strengths merged, types with 7 or more instances in the layout]
cell           instances
a2111oi                8
a21oi                 84
a221oi                30
a222oi                14
a22o                  43
a22oi                756
a31oi                 24
a32oi                 24
and2                  10
and3                   8
and4                   9
buf                  237
bufinv                10
clkbuf               163
clkdlybuf4s50        107
clkinv                23
clkinvlp               7
dfrtp               1024
diode                 33
inv                    7
mux2                1036
mux2i                 47
nand2                240
nand2b                15
nand3                 54
nand3b                 9
nand4                 90
nor2                 177
nor2b                 19
nor3                  73
nor4                  36
o21ai                 25
o32a                  15
or3                    9
[final cells by class]
cell class | count | share of cell area [%]
Sequential cell | 1024 | 43.7
Multi-Input combinational cell | 2934 | 41.9
Clock buffer | 163 | 5.61
Timing Repair Buffer | 344 | 4.92
Tap cell | 1368 | 2.92
Clock inverter | 40 | 0.838
Antenna cell | 33 | 0.141
Inverter | 7 | 0.0512
[path summary, 6_finish.rpt]
kind	slack (ns)	cells after the start	start	to
max in group asynchronous	7.35	6	rst	registers[2][15]
hold reg to reg	0.53	1	registers[2][4]	registers[2][4]
min in group asynchronous	2.30	2	rst	registers[20][1]
hold / removal	0.53	1	registers[2][4]	registers[2][4]
setup / recovery	2.61	10	A2[1]	RD2[24]
setup reg to reg	11.83	1	registers[17][3]	registers[17][3]
[layer usage]
| metal | vias to the layer above | share of wire [%] | global-route usage [%] |
|---|---|---|---|
| met5 | - | 0.17 | 3.47 |
| met4 | 18 | 9.2 | 35.1 |
| met3 | 1581 | 18 | 37.1 |
| met2 | 4456 | 39 | 68.8 |
| met1 | 23000 | 34 | 68.6 |
| li1 | 17000 | - | - |
[cell families after synthesis]
kind of cell / Yosys count / share of synthesized area [%]
and+or+nand+nor: 776 / 7.31
DFF: 1024 / 49.9
AOI/OAI and AO/OA: 1074 / 15.6
buffers and inverters: 437 / 3.48
muxes: 1084 / 23.7
[report_power, final]
| group | leakage [nW] | switching (mW) | internal [mW] | total (mW) |
|---|---|---|---|---|
| sequential | 13.1 | 0.651 | 3.86 | 4.52 |
| combinational | 10.5 | 0.633 | 0.704 | 1.34 |
| clock | 1.86 | 1.41 | 1.97 | 3.38 |
| total | 25.5 | 2.69 | 6.54 | 9.23 |
Power is estimated from default activity; no workload was simulated.
